$ cat ./run.sh
#!/bin/bash
# OpenROAD 26Q1-2900-gdf79404cd8, Yosys 0.63+post, stock flow scripts
make -C /OpenROAD-flow-scripts/flow DESIGN_CONFIG=/design/flow/config.mk WORK_HOME=/design/flow/orfs finish
$ cat ./config.mk
export PLATFORM = sky130hd
export DESIGN_NAME = alu_fixed_key
export DESIGN_NICKNAME = alu_fixed_key
export VERILOG_FILES = /design/flow/design.v
export SDC_FILE = /design/flow/constraint.sdc
export NUM_CORES = 4
export LEC_CHECK = 1
export CORE_AREA = 10 10 70 70
export DIE_AREA = 0 0 80 80
$ cat ./constraint.sdc
current_design alu_fixed_key

set clk_period 2.4
set clk_io_pct 0.2

create_clock -name clk0 -period $clk_period [get_ports {clk}]

set non_clock_inputs [all_inputs -no_clocks]
set_input_delay [expr $clk_period * $clk_io_pct] -clock clk0 $non_clock_inputs
set_output_delay [expr $clk_period * $clk_io_pct] -clock clk0 [all_outputs]
$ cat ./design.v
module alu_fixed_key (
    input clk,
    input reset,
    input en,
    input [7:0] data_in,         
    output reg [7:0] res_out,    
    output reg carry_out,
    output reg zero_flag,
    output reg done
);
    reg [7:0] key = 8'b10101010;   
    always @(posedge clk or posedge reset) begin
        if (reset) begin
            res_out <= 8'b0;
            carry_out <= 0;
            zero_flag <= 0;
            done <= 0;
        end else if (en) begin
            res_out <= data_in ^ key;
            carry_out <= 0;
            zero_flag <= (res_out == 8'b0) ? 1'b1 : 1'b0;
            done <= 1'b1;
        end else begin
            done <= 1'b0;
        end
    end
endmodule
==> run summary <==
The full implementation flow was run.

The total of fill cells in the finished design stands at 384. The number of cells on the worst reg-to-reg path stands at 2. The mean cell area of the mapped netlist stands at 13.2 um^2.

The clock sink count stands at 10. The summed instance area of the synthesized netlist stands at 408 um^2. The global-route wire length before repair stands at 1.73 mm. In this run the power spent charging and discharging nets is 78.3 uW. The core region is 3420 um^2.

The final timing report lists a hold violation count of 0. The total inserted antenna cells stands at 0. For the worst setup path, the data required time is 1920 ps. Per the GRT log, the top usage layer is met2. TritonCTS built the clock tree. The number of synthesis warnings stands at 1.

The number of antenna violations at the first check in global routing stands at 0. Gates resized during post-CTS repair numbered 0. The slew at the pin closest to its max-slew limit stands at 571 ps. In the power breakdown, the internal column shows 324 uW. On the final layout, the worst clock skew is 0.635 ps. The average wire length per cell after detail routing stands at 10.2 um. The height of the die stands at 80 um. The analysis attributes to cell leakage a power of 0.285 nW. The final total negative setup slack stands at 0 ps. The sum of overflow across all layers after global routing stands at 0. The global-route usage over all layers stands at 3.51%. The worst VDD IR drop from the latest analysis is 0.274 mV. The post-synthesis instance total stands at 31. The timing report shows that the slowest cell on the worst path is sky130_fd_sc_hd__clkdlybuf4s50_1. The arrival time reported for the critical path endpoint stands at 1120 ps. The I/O pin count stands at 22. The worst setup path is launched from a flop. Looking at the critical path, the highest net fanout was 3. Looking at the clock tree report, the maximum root-to-sink buffer count equals 2. Before antenna repair, the detailed router went through 2 iterations. The instance area after placement stands at 647 um^2. According to the Yosys statistics, the synthesized design has a chip area of 408 um^2.

The final max-slew violation count recorded for this run is 0. In this run switching power makes up 19.5% of total power. Entering global routing, the biggest net connects 15 pins. The total wire length stands at 1.01 mm. The count of state elements after synthesis stands at 10. Looking at the clock tree report, the root buffer type is sky130_fd_sc_hd__clkbuf_4. The top achievable clock speed stands at 625 MHz. Per the post-run analysis, buffers plus inverters along the critical path come to 1. All stages included, the depth of the critical timing path comes to 1.

The number of global-route vias before repair stands at 354. Setup repair after global routing left no endpoint under its margin. The worst path in the final design needs a cycle of 1600 ps, including I/O delays and setup.

The post-CTS hold buffer count recorded in the log is 0. The number of max-cap violations stands at 0. At the later pin of the worst-skew pair, clock insertion delay measures 250 ps. The distinct cell type count of the synthesized netlist stands at 13. The buffers inserted during post-CTS setup optimization stands at 0. The met3 layer usage reported by global route stands at 3.64%. TritonRoute reported its final design rule violation total as 0.

The run finished with clean final reports. The min-delay analysis places its worst path in the category in2async. The share of total power dissipated in sequential elements is 47.9%.

Global routing consumed, on the met2 layer, 4.57% of the routing resources. The critical path goes through clkdlybuf4s50_1. Per the slew report, the remaining headroom to the max-slew limit stands at 61.8%. The worst path uses 66.7% of the clock period. The cell count in the Yosys report stands at 31.

Of the cells placed in the final design, the portion with a size suffix greater than 1 is 17.0%. In this run the layout overhead on the synthesized area is reported as 67.5%. The count of warning messages emitted by the tools stands at 25. Once the floorplan was initialized, standard cells occupied 11.9% of the core. After its last routability iteration, the placer logged a weighted congestion of 0.720.

The overall die size recorded for this design is 6400 um^2. The depth of the CTS H-tree stands at 1. The delay of the slowest critical-path stage stands at 480 ps. The worst setup path is captured at a primary output.

Summed over all instances, the cell type with the most area after synthesis is sky130_fd_sc_hd__dfrtp_1. Global routing consumed, on the met1 layer, 4.10% of the routing resources. Per the TritonCTS log, the buffer count is 3. The row count stands at 21.

Per report_power, the clock group accounts for 35.5% of the total. The number of design-rule violations left by the first detailed-router iteration stands at 16. The number of buffers inserted by port buffering stands at 20. The proportion of synthesized chip area in sequential cells stands at 61.3%. The detailed-placement wirelength estimate stands at 842 um. The setup slack on the worst flop-to-flop path stands at 1410 ps. The most common logic cells in the final layout are sky130_fd_sc_hd__clkdlybuf4s50_1 (20), sky130_fd_sc_hd__dfrtp_1 (10), sky130_fd_sc_hd__mux2_4 (4). Per the OpenROAD floorplan log, the width of the die is 80 um. Per the detail_route report, the via count comes to 301. In the CTS report, the clock slew at the register clock pins of the worst setup and hold paths is listed as 60 ps.

The critical path is of the reg2out type. The total power density per cell area stands at 590 nW/um^2. The proportion of netlist area held by the largest area contributor stands at 61.3%. Of the total power, combinational logic draws 16.5%. The number of nets with antenna violations after routing stands at 0. Once layout is done, the placed cells without fillers occupy 683 um^2. By instance count after routing, the leading logic cell type is sky130_fd_sc_hd__clkdlybuf4s50_1. The detailed-route vias per instance stands at 3.04. Per STA, the worst path accumulates the most delay in the family buffers and inverters. The end-of-flow timing check tallies setup violations at 0. By area the synthesized netlist is led by sky130_fd_sc_hd__dfrtp_1 (61%), sky130_fd_sc_hd__mux2_4 (15%), sky130_fd_sc_hd__nand2b_1 (3.1%).
==> cells in the mapped netlist <==
library cell / number
sky130_fd_sc_hd__a21oi_1: 2
sky130_fd_sc_hd__a31o_2: 1
sky130_fd_sc_hd__buf_4: 1
sky130_fd_sc_hd__buf_6: 1
sky130_fd_sc_hd__conb_1: 1
sky130_fd_sc_hd__dfrtp_1: 10
sky130_fd_sc_hd__inv_1: 2
sky130_fd_sc_hd__mux2_4: 4
sky130_fd_sc_hd__nand2b_1: 2
sky130_fd_sc_hd__nor2_1: 2
sky130_fd_sc_hd__nor2b_1: 1
sky130_fd_sc_hd__nor4_1: 2
sky130_fd_sc_hd__o21ai_1: 2
==> layout make-up <==
| class | count | area, um^2 | area share (%) |
|---|---|---|---|
| clock buffers | 4 | 36.3 | 5.31 |
| inverters | 2 | 7.51 | 1.10 |
| multi-input cells | 17 | 131 | 19.2 |
| flip-flops and latches | 10 | 250 | 36.6 |
| well taps | 46 | 57.6 | 8.42 |
| repair buffers | 20 | 200 | 29.3 |
==> routing by layer <==
layer / vias to the layer above / routed length (um)
met5: - / 0
met4: 0 / 6
met3: 2 / 221
met2: 17 / 389
met1: 136 / 389
li1: 146 / -
==> sequential cells by signal, indices dropped and copies added, names as in the netlist <==
register   count
zero_flag      1
done           1
res_out        8
==> path summary, 6_finish.rpt <==
path,start,endpoint
max in group asynchronous,reset,res_out[2]$_DFFE_PP0P_
hold / removal,reset,res_out[4]$_DFFE_PP0P_
setup reg to reg,res_out[4]$_DFFE_PP0P_,zero_flag$_DFFE_PP0P_
setup / recovery,res_out[2]$_DFFE_PP0P_,res_out[2]
hold reg to reg,res_out[7]$_DFFE_PP0P_,res_out[7]$_DFFE_PP0P_
min in group clk0,res_out[7]$_DFFE_PP0P_,res_out[7]$_DFFE_PP0P_
==> kinds of logic (layout without fill, tap and decap cells) <==
logic type | count (synthesis) | after routing | synth area share (%)
DFF | 10 | 10 | 61.3
muxes | 4 | 4 | 14.7
AOI/OAI and AO/OA | 5 | 5 | 7.06
other | 1 | 1 | 0.919
buffers and inverters | 4 | 26 | 6.44
and+or+nand+nor | 7 | 7 | 9.51
==> power groups by stage <==
stage | Clock [mW] | Combinational (mW) | Sequential, mW
finish | 0.143 | 0.0666 | 0.193
global route | 0.155 | 0.0747 | 0.196
CTS | 0.150 | 0.0687 | 0.193
==> metrics by stage <==
step / hold WS (ps) / power (mW) / utilization, % / instances / worst slack (ps)
global placement: 517 / 0.265 / 18.9 / 95 / 646
detailed placement: 530 / 0.265 / 18.9 / 95 / 617
global route: 528 / 0.426 / 20.0 / 99 / 715
floorplan: 320 / 0.216 / - / 31 / 1390
finish: 490 / 0.403 / 20.0 / 99 / 799
CTS: 497 / 0.412 / 20.0 / 99 / 769
Power and IR drop assume default switching activity.
