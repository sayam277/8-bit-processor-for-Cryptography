File: constraint.sdc
current_design registers

set clk_period 2.0
set clk_io_pct 0.2

create_clock -name clk0 -period $clk_period [get_ports {clk}]

set non_clock_inputs [all_inputs -no_clocks]
set_input_delay [expr $clk_period * $clk_io_pct] -clock clk0 $non_clock_inputs
set_output_delay [expr $clk_period * $clk_io_pct] -clock clk0 [all_outputs]
File: run.sh
#!/bin/bash
# OpenROAD 26Q1-2900-gdf79404cd8, Yosys 0.63+post, stock flow scripts
make -C /OpenROAD-flow-scripts/flow DESIGN_CONFIG=/design/flow/config.mk WORK_HOME=/design/flow/orfs finish
File: design.v
module registers(
    input clk,               
    input we_reg,                 
  	input [1:0] reg_select,   
    input [7:0] data_in,     
    output reg [7:0] A,      
    output reg [7:0] B,      
  	output reg [7:0] out  
);
always @(posedge clk) begin
  if (we_reg) begin
        case (reg_select)
            2'b00: A <= data_in;      
            2'b01: B <= data_in;      
            2'b10: out<= data_in; 
            default: ;                 
        endcase
    end
end
endmodule
File: config.mk
export PLATFORM = sky130hd
export DESIGN_NAME = registers
export DESIGN_NICKNAME = registers
export VERILOG_FILES = /design/flow/design.v
export SDC_FILE = /design/flow/constraint.sdc
export NUM_CORES = 4
export LEC_CHECK = 1
export CORE_AREA = 10 10 77 77
export DIE_AREA = 0 0 87 87
==> CHANGELOG.md <==
### Changed

* Number of synthesis warnings at 1
* Total congestion overflow at 0
* Die y size at 87 microns
* Maximum cell stage delay along the critical path at around 0.48 ns
* Std-Cell Core Area at 0.00435 sq mm
* Kind of cell adding the most delay to the critical path: buffers and inverters
* Post-route fraction of the period consumed by the critical path at approximately 74%
* Placement Rows at 24
* Mux share at 0%
* CP cell instances: clkdlybuf4s50_1
* Xor/xnor cell area share of the yosys netlist at 0%
* Synth Instances at 27
* Dominant cell type by area after synthesis: sky130_fd_sc_hd__edfxtp_1
* Global-route wire length before repair at 2340 microns
* Initial antenna violation count at 0
* DRC violations left at 0
* Share of synthesized cell area in and, or, nand and nor gates at 4.00%
* Flip-flop and latch count after synthesis at 24
* # Cells Yosys at 27
* Clock tree buffer depth at 2
* GPL Wtd Cong at 0.739
* Number of buffers inserted for hold repair after clock tree synthesis at 0
* Beginning of the worst hold path: data_in[5]
* H-tree levels at 1
* Worst setup path class: reg -> out
* Post-cts resize count at 0
* All-Layer GR Usage at 4.22%
* Initial standard-cell utilization of the core at 17.2%
* Adder Share, Synth at 0%
* Chip width at 87 microns
* Leading cell types by total area after synthesis: sky130_fd_sc_hd__edfxtp_1 (96%), sky130_fd_sc_hd__and3b_1 (2.3%), sky130_fd_sc_hd__nor3b_2 (1.7%)
* Average cell area after synthesis at 27.8 sq um
* Power per standard cell area at 759 mW/mm^2
* Max Transition Viols Final at 0
* Final number of hold-violating endpoints at 0
* Compound-Gate Fraction of Synth Area at 0%
* Max_cap viols at 0
* Number of warning messages in the logs at 25
* Layout Cells excl Fill at 118
* Number of global-route vias before repair at between 400 and 500
* Chip Area at 0.00757 sq mm
* Pin slew with the least headroom to its limit at 0.382 ns
* WP data required at 1.60 ns
* Number of setup buffers added after CTS at 0
* Initial drt markers at 40
* Count of boundary I/O pins at 36
* Worst setup SP type: register
* Reported leakage power at around 0.40 nW
* Endpoint of the worst hold path: A[5]
* F_max at 678 MHz
* Routed wirelength normalized by instance count at around 14 microns
* Sequential fraction of the synthesis area at 96.0%
* CTS Sinks at 24
* HPWL after detailed placement at 1420 microns
* Clock-pin transition on the worst setup and hold timing paths at 0.07 ns
* Fin Setup TNS at 0 ns
* Cell chosen for the clock root: sky130_fd_sc_hd__clkbuf_8
* Synthesized cell area at 751 sq um
* Crit path time final at around 1.5 ns
* Largest net degree at the start of global routing at 13
* Buf/Inv on CP at 1
* Port Buffer Count at 35
* Post-synth top area share at between 90% and 100%
* Number of nets with antenna violations after routing at 0
* Drt total wl at between 1500 and 2000 microns
* Via density per instance at 3.27
* Cts bufs inserted at 3
* Crit. Startpoint: out[5]
* Detailed-route via count at 386
* Setup repair after global routing missed its margin: no
* Detailed Routing Iterations Pass 1 at 4
* Distinct cell type count of the synthesized netlist at 3
* Type of destination of the critical path: output port
* Arrival time reported for the critical path endpoint at 1.07 ns
* Status: finished clean
* Post-synthesis to final-layout area growth at 61.8%
* Count of placed standard cells including taps at 115
* Worst-case vdd ir drop at 0.204 mV
* Area of the synthesized netlist per yosys stat at between 700 and 800 sq um
* Relative slew margins at 74.5%
* Final Setup Violations at 0
* Diode insertion count for antenna repair at 0
* CTS tree: yes
* Fraction of layout cells with a size suffix above 1 at 7.58%
* Worst hold path class: in -> reg
* Number of stages on the worst hold path at 1
* Main kind of combinational logic by area: simple AND/OR/NAND/NOR gates
* Critical Path Fanout Max at 1
* Critical-path top delay cell: sky130_fd_sc_hd__clkdlybuf4s50_1
* Final-layout fill cell count at 429
[routing by layer]
layer	vias up	global-route usage, %	wire, microns
met5	-	0	0
met4	0	0.736	0
met3	0	3.02	270
met2	20	7.26	862
met1	179	4.03	548
li1	187	-	-
[how the worst max path moves through the flow]
| stage | depth (start not counted) | end | slack [ns] |
|---|---|---|---|
| 4_1_cts | 1 | out[5] | 0.51 |
| 5_1_grt | 1 | out[5] | 0.48 |
| 6_report | 1 | out[5] | 0.53 |
[cells in the mapped netlist]
cell,number
sky130_fd_sc_hd__edfxtp_1,24
sky130_fd_sc_hd__and3b_1,2
sky130_fd_sc_hd__nor3b_2,1
[stage by stage]
stage          cell area (sq um)  util [%]  worst slack (ns)  hold WS [ns]  power, W
6_report                    1210      27.9             0.525         0.752  0.000922
3_3_place_gp                1170      27.0             0.364          1.01  0.000675
2_1_floorplan                751         -             0.813         0.499  0.000598
4_1_cts                     1210      27.9             0.508         0.754  0.000930
3_5_place_dp                1170      27.0             0.310          1.02  0.000677
5_1_grt                     1210      27.9             0.480         0.751  0.000959
[where the power goes]
group | switching (W) | internal, W | total, W
sequential | 0.00000613 | 0.000580 | 0.000586
combinational | 0.0000199 | 0.0000566 | 0.0000765
clock | 0.000125 | 0.000134 | 0.000259
total | 0.000151 | 0.000770 | 0.000922
[placed cells by master, fill, tap and decap left out]
cell / count
sky130_fd_sc_hd__buf_4: 1
sky130_fd_sc_hd__and3b_1: 2
sky130_fd_sc_hd__edfxtp_1: 24
sky130_fd_sc_hd__nor3b_2: 1
sky130_fd_sc_hd__clkbuf_8: 3
sky130_fd_sc_hd__clkdlybuf4s50_1: 35
[state kept, by name, summed over array words and instances (netlist names)]
name,flops
A,8
B,8
out,8
[layout make-up]
| type | count | area, sq um | share of cell area, % |
|---|---|---|---|
| Clock buffer | 3 | 41.3 | 3.40 |
| Sequential cell | 24 | 721 | 59.3 |
| Tap cell | 52 | 65.1 | 5.36 |
| Multi-Input combinational cell | 3 | 30.0 | 2.47 |
| Timing Repair Buffer | 36 | 358 | 29.5 |
[logic make-up after synthesis]
logic type and count (synthesis):
flip-flops 24, AND/OR/NAND/NOR 3
Power and IR drop assume default switching activity.
