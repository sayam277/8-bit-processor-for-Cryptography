--- design/flow/config.mk ---
export PLATFORM = sky130hd
export DESIGN_NAME = ram
export DESIGN_NICKNAME = ram
export VERILOG_FILES = /design/flow/design.v
export SDC_FILE = /design/flow/constraint.sdc
export NUM_CORES = 4
export LEC_CHECK = 1
export CORE_UTILIZATION = 30
--- design/flow/constraint.sdc ---
current_design ram

set clk_period 50.7
set clk_io_pct 0.2

create_clock -name clk0 -period $clk_period [get_ports {clk}]

set non_clock_inputs [all_inputs -no_clocks]
set_input_delay [expr $clk_period * $clk_io_pct] -clock clk0 $non_clock_inputs
set_output_delay [expr $clk_period * $clk_io_pct] -clock clk0 [all_outputs]
--- design/flow/design.v ---
module ram( 
	input [7:0]data, 
    input [7:0]addr, 
	input clk, 
	input we, 
    output reg [7:0]Qout 
    );
reg[7:0]ram[255:0];  
reg[7:0]addr_reg;
always @(posedge clk)
    begin 
    if(we)
      ram[addr] <= data;  
    else
    addr_reg <= addr;   
end
assign  Qout = ram[addr_reg];
endmodule
--- design/flow/run.sh ---
#!/bin/bash
# OpenROAD 26Q1-2900-gdf79404cd8, Yosys 0.63+post, stock flow scripts
make -C /OpenROAD-flow-scripts/flow DESIGN_CONFIG=/design/flow/config.mk WORK_HOME=/design/flow/orfs finish
==> flow_summary.json <==
{
  "power_density_nw_per_um2": 39.0,
  "routed_wl_um": 198000,
  "ir_drop_v": 0.0000410,
  "dp_cells": 7332,
  "gp_congestion": 0.883,
  "drc": 0,
  "synth_flops": 2064,
  "critPathMaxStageDelay_ps": 1040,
  "ys_chip_area_um2": 80000,
  "drtAntennaViolNets": 0,
  "core_area_um2": 265000,
  "total_power_mw": 3.54,
  "ys.flop_type": "edfxtp_1",
  "routedWlPerCell_um": 25.8,
  "root_buffer": "clkbuf_16",
  "grt_max_degree": 90,
  "regArea_um2": 61900,
  "top_cell_area_share_pct": 77.1,
  "netSwitchingPower_mw": 0.781,
  "crit_chain": "buf_12 -> buf_4 -> buf_4 -> buf_4 -> buf_4 -> mux2i_1 -> o221ai_1 -> nand2_1 -> a211oi_1 -> nor4_1 -> buf_4 -> nor4_2 -> buf_4 -> clkdlybuf4s50_1",
  "die_w_um": 519,
  "swShare_pct": 22.1,
  "crit_top_cell": "buf_4",
  "postPlaceCellArea_um2": 84700,
  "hold_violations": 0,
  "synth_cells": 3835,
  "cts_inserted_buffers": 194,
  "cts.sinks": 2064,
  "grt_pass1_wl_um": 290000,
  "fin_crit_sh_pct": 35.7,
  "synth-async-reset-ratio_pct": 0,
  "relSlewSlack_pct": 15.1,
  "worst_path_max_delay_cell": "nor4_2",
  "worst-path-max-fanout": 63,
  "io_pins": 26,
  "drtIter0Drc": 2683,
  "largest_reg_flops": 2048,
  "crit_buf_inv": 8,
  "rows": 189,
  "crit_type": "flop to output pin",
  "drv_cap": 0,
  "synth-warning-count": 2,
  "layout_top_cells": "2056 x edfxtp_1, 417 x mux4_2, 293 x nor2_1",
  "antenna_found_initial": 11,
  "cp_top_family": "buffers and inverters",
  "ys_cells": 3835,
  "endpoint_kind": "output pin",
  "slew_violations": 0,
  "ctsHoldBuffers": 0,
  "post_cts_buffers": 0,
  "min_period_ps": 18110,
  "avgSynthCellArea_um2": 20.9,
  "lay_top_count": "edfxtp_1",
  "p_leak_nw": 27.6,
  "grt_use_total_pct": 15.9,
  "syn_area_um2": 80000,
  "tool_warnings": 26,
  "worstPathRequired_ps": 40560,
  "fillCellCount": 24384,
  "rsz0062_at_grt": "no",
  "final_area_um2": 90700,
  "power_frac_clock_pct": 39.2,
  "p_int_mw": 2.75,
  "cp-start-kind": "flop",
  "setup_violations": 0,
  "comb_power_share_pct": 7.4,
  "synthTopCellsByArea": "edfxtp_1 77%, mux4_2 12%, mux2i_1 2.3%",
  "die_height_um": 519,
  "htreeDepth": 4,
  "core_util_floorplan_pct": 30.2,
  "viasPerCell": 5.03,
  "status": "completed",
  "grt_overflow": 0,
  "hold_class": "flop to flop",
  "synth_cell_type_count": 60,
  "clock_latency_ps": 840,
  "synth_area_leader_cell": "edfxtp_1",
  "vias": 38642,
  "comb_area_um2": 16700,
  "grt_pass1_vias": 41909,
  "drive_gt1_share_pct": 21.5,
  "synth_seq_share_pct": 77.3,
  "cts_buffer_depth": 3,
  "tightest_slew_ps": 1260,
  "numPortBuffers": 25,
  "syn2layout_area_growth_pct": 13.3,
  "first_pass_iters": 23,
  "max_freq_mhz": 55.2,
  "final_cells": 7688,
  "die-area_um2": 269000,
  "skew_ps": 9.23,
  "seq_power_share_pct": 53.4,
  "dp_hpwl_um": 123000,
  "path_clk_slew_ps": 60,
  "tns_ps": 0,
  "cts_resized": 0,
  "cts_tree": "done",
  "cp.arrival_ps": 7970,
  "edf_count": 2056
}
power by group through the flow:
stage,combinational [mW],clock (mW),sequential (mW)
CTS,0.267,1.41,1.89
global route,0.282,1.47,1.89
finish,0.263,1.39,1.89
cells by family (layout without fill, tap and decap cells):
| logic type | Yosys count | count (layout) | share of synthesized area [%] |
|---|---|---|---|
| other cells | 0 | 2 | 0 |
| simple gates | 493 | 493 | 2.75 |
| compound gates | 418 | 418 | 3.66 |
| buf+inv | 244 | 562 | 1.91 |
| flops | 2064 | 2064 | 77.3 |
| mux | 616 | 616 | 14.3 |
worst paths after layout:
path	start	endpoint	slack, ps	depth (start not counted)
hold / removal	addr_reg[2]	flop	470	1
hold reg to reg	addr_reg[2]	flop	470	1
setup reg to reg	addr_reg[7]	flop	49930	1
setup / recovery	flop	Qout[6]	32590	14
metal layers:
metal / vias up / share of wire, % / GRT usage (%) / routed length (um)
li1: 16357 / - / - / -
met2: 2100 / 48 / 24.3 / 95000
met3: 289 / 15 / 10.9 / 29700
met5: - / 0.12 / 0.640 / 237
met4: 8 / 3.0 / 3.91 / 5990
met1: 19888 / 34 / 18.4 / 67500
cell type report:
type | instances | area share (%)
clock inverters | 85 | 0.778
inverters | 1 | 0.00414
clock buffers | 269 | 5.83
well taps | 3533 | 4.87
flip-flops and latches | 2064 | 68.3
diodes | 2 | 0.00552
multi-input cells | 1527 | 18.4
repair buffers | 207 | 1.86
synth_stat cells (all sizes together), types with 3 or more instances:
cell type,count
a21boi,9
a221oi,6
a31oi,13
nor2,295
a311oi,4
a21oi,71
nor2b,24
and2,3
mux2i,186
dfxtp,8
o21ai,14
or2,6
and3,5
nand4,14
o221ai,32
nand3b,3
o22ai,56
mux4,422
clkbuf,121
mux2,8
buf,122
a22o,6
nand3,36
a22oi,165
and3b,4
a2111oi,3
edfxtp,2056
nor3,17
nand2b,8
a211oi,23
o211ai,4
nor4,26
nand2,45
through the flow:
stage	hold WS (ps)	utilization (%)	setup slack (ps)
after CTS	469	34.2	32270
after global placement	452	31.9	33280
after global routing	481	34.2	31880
after floorplan	448	-	38530
after detailed placement	455	31.9	33200
final	467	34.2	32590
No activity file was given, so power comes from the tool's default toggle rates.
